--- design.v ---
`timescale 1ns / 1ps
module asyn_fifo #(
    parameter ADDRSIZEL = 4,    
    parameter DATASIZEL = 8)    
(
    input  wclk,                
    input  wrst_n,              
    input  winc,                
    input  [DATASIZEL-1 : 0] wdata, 
    output wfull,               
    input  rclk,                
    input  rrst_n,              
    input  rinc,                
    output [DATASIZEL-1 : 0] rdata, 
    output rempty               
    );
wire [ADDRSIZEL - 1 : 0] waddr,raddr; 
wire [ADDRSIZEL : 0] rptr,wptr; 
wire [ADDRSIZEL : 0] wq2_rptr,rq2_wptr; 
fifomem fifomem11(
.waddr(waddr),
.raddr(raddr),
.wdata(wdata),
.wclk(wclk),
.wclken(winc),
.wfull(wfull),
.rdata(rdata)
);
sync_r2w sync_r2w11(
.rptr(rptr),
.wclk(wclk),
.wrst_n(wrst_n),
.wq2_rptr(wq2_rptr)
);
sync_w2r sync_w2r11(
.wptr(wptr),
.rq2_wptr(rq2_wptr),
.rclk(rclk),
.rrst_n(rrst_n)
);
rptr_empty  rpte_empty11(
.rrst_n(rrst_n),
.rclk(rclk),
.rinc(rinc),
.rq2_wptr(rq2_wptr),
.raddr(raddr),
.rptr(rptr),
.rempty(rempty)
);   
wptr_full wptr_full11(
.wclk(wclk),
.wrst_n(wrst_n),
.winc(winc),
.wq2_rptr(wq2_rptr),
.wptr(wptr),
.waddr(waddr),
.wfull(wfull)
);
endmodule
`timescale 1ns / 1ps
module fifomem  #( 
  parameter DATASIZEl = 8,   
  parameter ADDRSIZEl = 4)   
(
  input  [ADDRSIZEl-1 : 0] waddr,
  input  [DATASIZEl-1 : 0] wdata,
  input  wclken,
  input  wfull,
  input  wclk,
  input  [ADDRSIZEl-1 : 0] raddr,
  output [DATASIZEl-1 : 0] rdata
 );
 localparam DEPTH = 1<<ADDRSIZEl;
 reg [DATASIZEl-1 : 0] mem[DEPTH-1 : 0];
 assign rdata = mem[raddr];
 always@(posedge wclk)
   if(wclken && ~wfull) mem[waddr] = wdata;
endmodule
`timescale 1ns / 1ps
module rptr_empty #(parameter ADDRSIZEL = 4)
(
input rrst_n,rclk,rinc,
input [ADDRSIZEL : 0] rq2_wptr,
output [ADDRSIZEL-1 : 0] raddr,
output reg [ADDRSIZEL : 0] rptr,
output reg rempty
);
reg [ADDRSIZEL : 0] rbin; 
wire [ADDRSIZEL : 0] rbnext,rgnext;
wire rempty_val;
always@(posedge rclk or negedge rrst_n)
if(!rrst_n)
  {rptr,rbin} <= 0;
else
  {rptr,rbin} <= {rgnext,rbnext};
assign raddr = rbin[ADDRSIZEL-1 : 0];
assign rbnext = rbin + (rinc & ~rempty); 
assign rgnext = rbnext>>1 ^ rbnext; 
assign rempty_val = (rgnext == rq2_wptr) ? 1 : 0;
always@(posedge rclk or negedge rrst_n)
  if(!rrst_n) 
    rempty <= 1; 
  else
    rempty <= rempty_val; 
endmodule
`timescale 1ns / 1ps
module sync_r2w #(parameter ADDRSIZEL = 4)
(
input [ADDRSIZEL : 0] rptr, 
input wclk,wrst_n,
output reg [ADDRSIZEL : 0] wq2_rptr  
 );
 reg [ADDRSIZEL : 0] wq1_rptr;
 always @(posedge wclk or negedge wrst_n)
 if(!wrst_n)
   {wq2_rptr,wq1_rptr} <= 0;
 else
   {wq2_rptr,wq1_rptr} <= {wq1_rptr,rptr};
endmodule
`timescale 1ns / 1ps
module sync_w2r #(parameter ADDRSIZEL = 4)
(
input [ADDRSIZEL : 0] wptr, 
output reg [ADDRSIZEL : 0] rq2_wptr,  
input rclk,rrst_n
);
reg [ADDRSIZEL : 0] rq1_wptr;
always@(posedge rclk or negedge rrst_n)
if(!rrst_n)
  {rq2_wptr,rq1_wptr} <= 0;
else
  {rq2_wptr,rq1_wptr} <= {rq1_wptr,wptr};
endmodule
`timescale 1ns / 1ps
module wptr_full #(parameter ADDRSIZEL = 4)
(
input wclk,wrst_n,winc,
input [ADDRSIZEL : 0] wq2_rptr,  
output reg [ADDRSIZEL : 0] wptr,  
output [ADDRSIZEL-1 : 0] waddr,  
output reg wfull
);
reg [ADDRSIZEL : 0] wbin; 
wire [ADDRSIZEL : 0] wbnext,wgnext;
always@(posedge wclk or negedge wrst_n)
if(!wrst_n)
  {wbin,wptr} <= 0;
else
  {wbin,wptr} <= {wbnext,wgnext}; 
assign waddr = wbin[ADDRSIZEL-1 : 0];  
assign wbnext = wbin + (winc & ~wfull);  
assign wgnext = (wbnext>>1) ^ (wbnext);  
wire wfull_val;
assign wfull_val = (wgnext == {~wq2_rptr[ADDRSIZEL : ADDRSIZEL-1],wq2_rptr[ADDRSIZEL-2 : 0]});
always@(posedge wclk or negedge wrst_n)
if(!wrst_n)
  wfull <= 0;
else
  wfull <= wfull_val;
endmodule
--- run.sh ---
#!/bin/bash
# OpenROAD 26Q1-2900-gdf79404cd8, Yosys 0.63+post, stock flow scripts
make -C /OpenROAD-flow-scripts/flow DESIGN_CONFIG=/design/flow/config.mk WORK_HOME=/design/flow/orfs finish
--- config.mk ---
export PLATFORM = sky130hd
export DESIGN_NAME = asyn_fifo
export DESIGN_NICKNAME = asyn_fifo
export VERILOG_FILES = /design/flow/design.v
export SDC_FILE = /design/flow/constraint.sdc
export NUM_CORES = 4
export LEC_CHECK = 1
export CORE_UTILIZATION = 40
--- constraint.sdc ---
current_design asyn_fifo

set clk_period 6.3
set clk_io_pct 0.2

create_clock -name clk0 -period $clk_period [get_ports {rclk}]
create_clock -name clk1 -period $clk_period [get_ports {wclk}]

set non_clock_inputs [all_inputs -no_clocks]
set_input_delay [expr $clk_period * $clk_io_pct] -clock clk0 $non_clock_inputs
set_output_delay [expr $clk_period * $clk_io_pct] -clock clk0 [all_outputs]
==> results.yml <==
# synthesis and place-and-route metrics
run_status:
  status: "finished clean"
clock_network:
  clk_pin_slew_ns: 0.05
  tritoncts: "done"
  postCtsHoldBufs: 0
  cts_resized: 0
  cts_setup_buffers: 0
  cts_sinks: 168
final_layout:
  drive_gt1_share_pct: 20.33
  area_growth_pct: 17.92
synthesis:
  numSynthFlops: 168
  yosysChipArea_um2: 6352
  synth_stat.cells: 318
  synth_area_um2: 6352
  top_cells_by_area: "edfxtp_1, dfrtp_1, mux4_2"
  yosys.cell_types.count: 27
  yosys.area.top_type_share_pct: 60.51
  ys_seq_share_pct: 76.29
  top_area_cell: "edfxtp_1"
  synth_cells: 318
  yosys_warnings: 5
  syn_avg_cell_area_um2: 19.98
route:
  firstDrtPassIters: 6
  drc: 0
  antenna_left: 0
  dr.first_iter.drc_count: 219
  wire_per_inst_um: 20.18
  via_count: 2940
  vias_per_cell: 5.069
  diodes: 0
  totalWireLength_mm: 11.71
power:
  p_int_mw: 2.637
  pwr-share-comb_pct: 27.9
  powerDensity_nw_per_um2: 489.1
  power_frac_seq_pct: 42.1
  switchingPower_mw: 1.027
  ir_worst_vdd_uv: 383.0
  p_leak_nw: 2.594
  p_clk_share_pct: 30.0
  switching_share_pct: 28.03
global_route:
  track_usage_pct: 17.23
  grt_max_degree: 31
  grt_first_pass_wirelength_mm: 18.84
  grt_antenna_before_repair: 0
  grt_pass1_vias: 3472
  overflow: 0
place:
  gp_congestion: 0.7753
  hpwlAfterDp_mm: 7.173
  io_buffers: 22
timing:
  relSlewSlack_pct: 36.38
  tightest_slew_ns: 0.9507
  rsz0062_at_grt: "false"
  tns_ns: 0
  hold_viol_final: 0
  setup_viol: 0
  whs_ns: 0.2027
  skew_ns: 0.006692
  maxSlewViolCount: 0
floorplan:
  die_w_um: 128.0
  fp_util_pct: 41.33
  io_pins: 24
  row_count: 45
  core_um2: 15370
  fp.dieH_um: 128.0
  dieArea_um2: 16390
job:
  tool_warnings: 26
  max-cap-violations: 0
critical_path:
  arrival_ns: 2.64
  worstSetupPathType: "flip-flop to primary output"
  critPathRequiredTime_ns: 5.04
  end_kind: "primary output"
  worstSetupStartpointType: "flip-flop"
  worst-path-max-fanout: 28
min_path:
  min_path_type: "flip-flop to flip-flop"
-- layer usage --
metal	global-route usage, %	part of all wire (%)	up-vias
met5	0	0	-
met4	1.661	0.49	0
met3	9.609	10	6
met2	26.05	49	131
met1	24.61	40	1484
li1	-	-	1319
-- synthesized netlist by cell type --
master,n
clkbuf_2,1
and2b_1,1
xnor2_1,6
nand2_1,11
or3_1,5
buf_2,6
a221oi_2,2
nor2_1,15
a21boi_0,2
dfstp_2,1
a22oi_1,16
nor3_1,4
and3_1,2
inv_1,4
ha_1,4
xnor3_1,2
nand3_1,7
buf_4,3
nand2b_1,3
nor2b_1,2
clkbuf_1,4
buf_1,1
and2_1,1
dfrtp_1,39
edfxtp_1,128
xor2_1,16
mux4_2,32
-- cells in the final DEF, fill, tap and decap left out, types with 3 or more instances in the layout --
master / netlist / routed
mux4_2: 32 / 32
inv_1: 4 / 4
nand2b_1: 3 / 3
xnor2_1: 6 / 6
ha_1: 4 / 4
nand3_1: 7 / 7
or3_1: 5 / 5
xor2_1: 16 / 16
nor2_1: 15 / 15
bufinv_16: 0 / 3
clkdlybuf4s50_1: 0 / 22
clkinv_1: 0 / 4
dfrtp_1: 39 / 38
a22oi_1: 16 / 16
clkbuf_16: 0 / 20
nand2_1: 11 / 11
nor3_1: 4 / 4
edfxtp_1: 128 / 128
buf_4: 3 / 11
-- path summary, 6_finish.rpt --
check,startpoint,endpoint,slack [ns],cells past startpoint
max,rpte_empty11.rbin[0],rdata[7],2.40,5
min,rpte_empty11.rptr[3],sync_r2w11.wq1_rptr[3],0.20,0
max reg2reg,rpte_empty11.rbin[1],rpte_empty11.rempty,3.84,6
min reg2reg,rpte_empty11.rptr[3],sync_r2w11.wq1_rptr[3],0.20,0
max in group clk1,winc,wptr_full11.wfull,3.19,9
max in group asynchronous,rrst_n,rpte_empty11.rempty,4.69,2
min in group clk0,sync_w2r11.rq1_wptr[1],sync_w2r11.rq2_wptr[1],0.35,0
min in group asynchronous,wrst_n,sync_r2w11.wq1_rptr[1],1.20,2
-- flip-flops by register name (all words and copies together), names as in the netlist --
register / count
fifomem11.mem: 128
rpte_empty11.rptr: 5
sync_r2w11.wq1_rptr: 5
sync_r2w11.wq2_rptr: 5
sync_w2r11.rq1_wptr: 5
sync_w2r11.rq2_wptr: 5
wptr_full11.wptr: 5
rpte_empty11.rbin: 4
wptr_full11.wbin: 4
rpte_empty11.rempty: 1
wptr_full11.wfull: 1
-- layout make-up --
class	instances	area [µm²]
Fill cell	1235	7880
Sequential cell	168	4847
Multi-Input combinational cell	131	1415
Clock buffer	21	504.2
Timing Repair Buffer	33	302.8
Tap cell	211	264.0
Clock inverter	12	142.6
Inverter	4	15.01
-- metrics by stage --
stage               std cells  worst slack (ns)  power, mW  cell area [µm²]  utilization [%]
finish                    580             2.401      3.664             7491            48.73
global route              580             2.214      3.881             7491            48.73
CTS                       580             2.292      3.721             7491            48.73
detailed placement        547             2.569      2.598             6844            44.53
global placement          547             2.543      2.597             6844            44.53
floorplan                 318             3.388      2.246             6352                -
-- power by group through the flow --
| stage | Clock (mW) | Sequential, mW | Combinational (mW) |
|---|---|---|---|
| after CTS | 1.12 | 1.55 | 1.05 |
| after global routing | 1.17 | 1.57 | 1.14 |
| final | 1.10 | 1.54 | 1.02 |
-- critical path: stages, from the launching register on --
cell,delay (ns)
dfrtp_2,0.46
buf_4,0.51
mux4_2,0.57
a22oi_1,0.30
nand2_1,0.12
clkdlybuf4s50_1,0.41
-- cells by family after synthesis --
logic type | count (synthesis) | synth area share [%]
AOI/OAI and AO/OA | 20 | 2.600
xor gates and xnor gates | 24 | 3.742
adders and majority gates | 4 | 0.7879
buffers and inverters | 19 | 1.438
DFF | 168 | 76.29
muxes | 32 | 11.35
and+or+nand+nor | 51 | 3.801
Power figures rest on the tool's default switching activity, not on a simulated workload.
